--- flow/run.sh ---
#!/bin/bash
# OpenROAD 26Q1-2900-gdf79404cd8, Yosys 0.63+post, stock flow scripts
make -C /OpenROAD-flow-scripts/flow DESIGN_CONFIG=/design/flow/config.mk WORK_HOME=/design/flow/orfs finish
--- flow/config.mk ---
export PLATFORM = sky130hd
export DESIGN_NAME = Cache
export DESIGN_NICKNAME = Cache
export VERILOG_FILES = /design/flow/design.v
export SDC_FILE = /design/flow/constraint.sdc
export NUM_CORES = 4
export LEC_CHECK = 1
export CORE_UTILIZATION = 30
--- flow/constraint.sdc ---
current_design Cache

set clk_period 188.9
set clk_io_pct 0.2

create_clock -name clk0 -period $clk_period [get_ports {clk}]

set non_clock_inputs [all_inputs -no_clocks]
set_input_delay [expr $clk_period * $clk_io_pct] -clock clk0 $non_clock_inputs
set_output_delay [expr $clk_period * $clk_io_pct] -clock clk0 [all_outputs]
--- flow/design.v ---
module Cache(input clk,rst,input [31:0] data,input[14:0] addr,input write,output [2:0] outTag, output outValid);
    reg [31:0] mem [4095:0];
    reg [2:0] tag [4095:0];
    reg valid [4095:0];
    assign outTag = (rst == 0) ? tag[addr[11:0]] : 2'b00;
    assign outValid = valid[addr[11:0]];
    always @(posedge clk,posedge rst) begin
        if (rst) begin: RST
            integer i;
            for (i = 0;i <= 4096;i = i+1) begin
                valid[i] = 1'b0;
            end
        end
        else if(write) begin
            mem[addr[11:0]] <= data;
            tag[addr[11:0]] <= addr[14:12];
            valid[addr[11:0]] <= 1'b1;
        end
    end
endmodule
==> results.txt <==
Outcome = did not finish
Stage reached = global routing
Err = [ERROR GRT-0116] Global routing finished with congestion. Check the congestion regions in the DRC Viewer.
Die boundary width = 1470 um
CTS max path bufs = 6
Summed instance area of the synthesized netlist = 644000 sq um
Post-Synthesis Mean Instance Area = 14.2 sq um
Count of unique library cells instantiated by Yosys = 93
Dominant synthesized flop cell = sky130_fd_sc_hd__edfxtp_1
Vert. Die Dim = 1470 um
Global routing usage summed across all routing layers = 83.7%
Sink Count = 16384
Pre-placement core utilization = 30.0%
Total global routing overflow = 2382
Number of cell rows = 538
Count of instantiated cells in the yosys netlist = 45452
Number of port buffers = 21
Area post-placement = 734000 sq um
Vias in the first global route = 714367
Post-synth ARST share = 25.0%
Post-cts sizing count = 0
Number of H-tree levels = 7
Routability-driven placement congestion ratio = 1.46
Summed standard-cell area reported by yosys = 644000 sq um
HPWL after detailed placement = 6110000 um
Yosys Warn Count = 4
Register bit total from synthesis = 16384
Flip-flops with a built-in enable = 12288
Maximum number of pins on one net before global-route repair = 145
I/O pin total = 54
Number of cells produced by synthesis = 45452
CTS Hold Buffers Added = 0
First-pass GRT wire length = 10700000 um
Cell at the root of the clock tree = sky130_fd_sc_hd__clkbuf_16
Post CTS Setup Buffer Count = 0
Seq/Total Area, Yosys = 73.2%
Clock buffers created by TritonCTS = 1854
-- cells in the mapped netlist (34+ instances only) --
| master | number | area share, % |
|---|---|---|
| sky130_fd_sc_hd__edfxtp_1 | 12288 | 57 |
| sky130_fd_sc_hd__a22oi_1 | 5415 | 6.3 |
| sky130_fd_sc_hd__nor2_1 | 4753 | 2.8 |
| sky130_fd_sc_hd__dfrtp_1 | 4096 | 16 |
| sky130_fd_sc_hd__o21bai_1 | 3979 | 4.6 |
| sky130_fd_sc_hd__clkbuf_1 | 2904 | 1.7 |
| sky130_fd_sc_hd__nand3_1 | 1695 | 1.3 |
| sky130_fd_sc_hd__nand2_1 | 1266 | 0.74 |
| sky130_fd_sc_hd__a21oi_1 | 882 | 0.69 |
| sky130_fd_sc_hd__nand4_1 | 742 | 0.72 |
| sky130_fd_sc_hd__buf_2 | 716 | 0.56 |
| sky130_fd_sc_hd__buf_1 | 711 | 0.41 |
| sky130_fd_sc_hd__a22o_1 | 655 | 0.89 |
| sky130_fd_sc_hd__nor3_1 | 582 | 0.45 |
| sky130_fd_sc_hd__nor4_1 | 549 | 0.53 |
| sky130_fd_sc_hd__o21ai_0 | 522 | 0.41 |
| sky130_fd_sc_hd__o22ai_1 | 486 | 0.47 |
| sky130_fd_sc_hd__a32oi_1 | 424 | 0.58 |
| sky130_fd_sc_hd__a222oi_1 | 403 | 0.63 |
| sky130_fd_sc_hd__a31oi_1 | 293 | 0.28 |
| sky130_fd_sc_hd__a221oi_1 | 247 | 0.34 |
| sky130_fd_sc_hd__and3_1 | 177 | 0.17 |
| sky130_fd_sc_hd__o211ai_1 | 177 | 0.21 |
| sky130_fd_sc_hd__a41oi_1 | 152 | 0.21 |
| sky130_fd_sc_hd__a2111oi_0 | 139 | 0.19 |
| sky130_fd_sc_hd__a21o_1 | 108 | 0.13 |
| sky130_fd_sc_hd__o2111ai_1 | 105 | 0.14 |
| sky130_fd_sc_hd__or4_1 | 93 | 0.11 |
| sky130_fd_sc_hd__a32o_1 | 82 | 0.13 |
| sky130_fd_sc_hd__o31ai_1 | 73 | 0.085 |
| sky130_fd_sc_hd__a211oi_1 | 53 | 0.062 |
| sky130_fd_sc_hd__and2_1 | 44 | 0.043 |
| sky130_fd_sc_hd__o32ai_1 | 43 | 0.058 |
| sky130_fd_sc_hd__o221ai_1 | 42 | 0.057 |
| sky130_fd_sc_hd__a221o_1 | 34 | 0.053 |
-- metal layers --
metal	global-route usage, %	GRT overflow
met2	91.1	1146
met5	71.7	15
met4	76.2	912
met3	80.9	185
met1	83.0	124
-- cells by family after synthesis --
family / after synthesis / share of synthesized area [%]
muxes: 22 / 0.0354
adders and majority gates: 2 / 0.00311
buffers and inverters: 4370 / 2.71
xor gates and xnor gates: 12 / 0.0175
DFF: 16384 / 73.2
and+or+nand+nor: 10149 / 7.19
AOI/OAI and AO/OA: 14513 / 16.8
-- through the flow --
step | instances | utilization, % | setup slack [ns] | total power [mW]
2_1_floorplan | 45452 | - | 21.47 | 4.03
3_3_place_gp | 77138 | 34.0 | 96.73 | 4.33
3_5_place_dp | 77381 | 34.2 | 99.93 | 4.33
4_1_cts | 80845 | 37.1 | 99.96 | 8.00
Power and IR drop assume default switching activity.
